--- design.v ---
module decoder(WriteEn,RegWrite, WriteRegister);  
 input RegWrite;  
 input [4:0] WriteRegister;  
 output [31:0] WriteEn;  
 wire [31:0] OE;  
 dec5to32 dec(OE,WriteRegister);  
 assign WriteEn[0]=0;  
  and #(50) gate1(WriteEn[1],OE[1],RegWrite);  
  and #(50) gate2(WriteEn[2],OE[2],RegWrite);  
  and #(50) gate3(WriteEn[3],OE[3],RegWrite);  
  and #(50) gate4(WriteEn[4],OE[4],RegWrite);  
  and #(50) gate5(WriteEn[5],OE[5],RegWrite);  
  and #(50) gate6(WriteEn[6],OE[6],RegWrite);  
  and #(50) gate7(WriteEn[7],OE[7],RegWrite);  
  and #(50) gate8(WriteEn[8],OE[8],RegWrite);  
  and #(50) gate9(WriteEn[9],OE[9],RegWrite);  
  and #(50) gate10(WriteEn[10],OE[10],RegWrite);  
  and #(50) gate11(WriteEn[11],OE[11],RegWrite);  
  and #(50) gate12(WriteEn[12],OE[12],RegWrite);  
  and #(50) gate13(WriteEn[13],OE[13],RegWrite);  
  and #(50) gate14(WriteEn[14],OE[14],RegWrite);  
  and #(50) gate15(WriteEn[15],OE[15],RegWrite);  
  and #(50) gate16(WriteEn[16],OE[16],RegWrite);  
  and #(50) gate17(WriteEn[17],OE[17],RegWrite);  
  and #(50) gate18(WriteEn[18],OE[18],RegWrite);  
  and #(50) gate19(WriteEn[19],OE[19],RegWrite);  
  and #(50) gate20(WriteEn[20],OE[20],RegWrite);  
  and #(50) gate21(WriteEn[21],OE[21],RegWrite);  
  and #(50) gate22(WriteEn[22],OE[22],RegWrite);  
  and #(50) gate23(WriteEn[23],OE[23],RegWrite);  
  and #(50) gate24(WriteEn[24],OE[24],RegWrite);  
  and #(50) gate25(WriteEn[25],OE[25],RegWrite);  
  and #(50) gate26(WriteEn[26],OE[26],RegWrite);  
  and #(50) gate27(WriteEn[27],OE[27],RegWrite);  
  and #(50) gate28(WriteEn[28],OE[28],RegWrite);  
  and #(50) gate29(WriteEn[29],OE[29],RegWrite);  
  and #(50) gate30(WriteEn[30],OE[30],RegWrite);  
  and #(50) gate31(WriteEn[31],OE[31],RegWrite);  
 endmodule  
 module andmore(g,a,b,c,d,e);  
  output g;  
  input a,b,c,d,e;  
  and #(50) and1(f1,a,b,c,d),  
       and2(g,f1,e);  
 endmodule  
 module dec5to32(Out,Adr);  
 input [4:0] Adr;  
 output [31:0] Out;  
 not #(50) Inv4(Nota, Adr[4]);  
 not #(50) Inv3(Notb, Adr[3]);  
 not #(50) Inv2(Notc, Adr[2]);  
 not #(50) Inv1(Notd, Adr[1]);  
 not #(50) Inv0(Note, Adr[0]);  
 andmore a0(Out[0], Nota,Notb,Notc,Notd,Note);  
 andmore a1(Out[1], Nota,Notb,Notc,Notd,Adr[0]);  
 andmore a2(Out[2], Nota,Notb,Notc,Adr[1],Note);  
 andmore a3(Out[3], Nota,Notb,Notc,Adr[1],Adr[0]);  
 andmore a4(Out[4], Nota,Notb,Adr[2],Notd,Note);  
 andmore a5(Out[5], Nota,Notb,Adr[2],Notd,Adr[0]);  
 andmore a6(Out[6], Nota,Notb,Adr[2],Adr[1],Note);  
 andmore a7(Out[7], Nota,Notb,Adr[2],Adr[1],Adr[0]);  
 andmore a8(Out[8],  Nota,Adr[3],Notc,Notd,Note);  
 andmore a9(Out[9],  Nota,Adr[3],Notc,Notd,Adr[0]);  
 andmore a10(Out[10], Nota,Adr[3],Notc,Adr[1],Note);  
 andmore a11(Out[11], Nota,Adr[3],Notc,Adr[1],Adr[0]);  
 andmore a12(Out[12], Nota,Adr[3],Adr[2],Notd,Note);  
 andmore a13(Out[13], Nota,Adr[3],Adr[2],Notd,Adr[0]);  
 andmore a14(Out[14], Nota,Adr[3],Adr[2],Adr[1],Note);  
 andmore a15(Out[15], Nota,Adr[3],Adr[2],Adr[1],Adr[0]);  
 andmore a16(Out[16], Adr[4],Notb,Notc,Notd,Note);  
 andmore a17(Out[17], Adr[4],Notb,Notc,Notd,Adr[0]);  
 andmore a18(Out[18], Adr[4],Notb,Notc,Adr[1],Note);  
 andmore a19(Out[19], Adr[4],Notb,Notc,Adr[1],Adr[0]);  
 andmore a20(Out[20], Adr[4],Notb,Adr[2],Notd,Note);  
 andmore a21(Out[21], Adr[4],Notb,Adr[2],Notd,Adr[0]);  
 andmore a22(Out[22], Adr[4],Notb,Adr[2],Adr[1],Note);  
 andmore a23(Out[23], Adr[4],Notb,Adr[2],Adr[1],Adr[0]);  
 andmore a24(Out[24], Adr[4],Adr[3],Notc,Notd,Note);  
 andmore a25(Out[25], Adr[4],Adr[3],Notc,Notd,Adr[0]);  
 andmore a26(Out[26], Adr[4],Adr[3],Notc,Adr[1],Note);  
 andmore a27(Out[27], Adr[4],Adr[3],Notc,Adr[1],Adr[0]);  
 andmore a28(Out[28], Adr[4],Adr[3],Adr[2],Notd,Note);  
 andmore a29(Out[29], Adr[4],Adr[3],Adr[2],Notd,Adr[0]);  
 andmore a30(Out[30], Adr[4],Adr[3],Adr[2],Adr[1],Note);  
 andmore a31(Out[31], Adr[4],Adr[3],Adr[2],Adr[1],Adr[0]);  
 endmodule
--- run.sh ---
#!/bin/bash
# OpenROAD 26Q1-2900-gdf79404cd8, Yosys 0.63+post, stock flow scripts
make -C /OpenROAD-flow-scripts/flow DESIGN_CONFIG=/design/flow/config.mk WORK_HOME=/design/flow/orfs finish
--- config.mk ---
export PLATFORM = sky130hd
export DESIGN_NAME = decoder
export DESIGN_NICKNAME = decoder
export VERILOG_FILES = /design/flow/design.v
export SDC_FILE = /design/flow/constraint.sdc
export NUM_CORES = 4
export LEC_CHECK = 1
export CORE_AREA = 10 10 70 70
export DIE_AREA = 0 0 80 80
--- constraint.sdc ---
current_design decoder

set clk_period 2.0
set clk_io_pct 0.2

create_clock -name clk0 -period $clk_period

set non_clock_inputs [all_inputs -no_clocks]
set_input_delay [expr $clk_period * $clk_io_pct] -clock clk0 $non_clock_inputs
set_output_delay [expr $clk_period * $clk_io_pct] -clock clk0 [all_outputs]
==> flow_metrics.env <==
# yosys + openroad results
export IMPL_syn_to_final_growth_pct=265.8
export IMPL_vias=538
export IMPL_routed_top_layer="met3"
export IMPL_clkbuf_count=0
export IMPL_path_class="in2out"
export IMPL_die_area_sq_um=6400
export IMPL_firstDrtPassIters=2
export IMPL_dpl_hpwl_mm=1.374
export IMPL_fp_dieW_um=80
export IMPL_ir_drop_mv=0.02351
export IMPL_fp_row_count=21
export IMPL_end_kind="primary output"
export IMPL_power_density_nw_per_um2=107.7
export IMPL_syn_inst=48
export IMPL_final_area_sq_um=869.6
export IMPL_yosysChipArea_sq_um=237.7
export IMPL_period_needed_ns=1.957
export IMPL_wirelength_mm=1.981
export IMPL_p_leak_nw=0.5189
export IMPL_setup_violations=0
export IMPL_cp_slowest_cell="dlygate4sd2_1"
export IMPL_postSynthSeqShare_pct=0
export IMPL_combPwrFrac_pct=100.0
export IMPL_io_pins=38
export IMPL_dpl_cell_count=131
export IMPL_tool_warnings=32
export IMPL_drive_above_1_share_pct=35.64
export IMPL_cp_slowest_stage_delay_ns=0.22
export IMPL_worstPathArrival_ns=1.56
export IMPL_antenna_cells=0
export IMPL_gp_congestion=0.7386
export IMPL_startpoint="WriteRegister[0]"
export IMPL_final_max_slew_viol_count=0
export IMPL_clock_fmax_ghz=0.5110
export IMPL_drc=0
export IMPL_fin_util_pct=25.46
export IMPL_placed_area_sq_um=676.9
export IMPL_power_frac_seq_pct=0
export IMPL_grt_pass1_vias=517
export IMPL_cpMostUsedCell="buf_4"
export IMPL_hold_path_class="in2out"
export IMPL_ys_warn_count=6
export IMPL_wl_met2_um=870
export IMPL_wl_met3_um=211
export IMPL_power_switching_uw=42.13
export IMPL_post_route_period_util_pct=97.84
export IMPL_vias_per_cell=3.660
export IMPL_grt_use_total_pct=5.458
export IMPL_fin_cells=147
export IMPL_fillers=360
export IMPL_fp_util_pct=6.960
export IMPL_wl_per_cell_um=13.48
export IMPL_drt_met1_wl_um=900
export IMPL_antenna_found_initial=0
export IMPL_drt_initial_drc_count=21
export IMPL_switching_share_pct=44.97
export IMPL_cp_start_kind="input port"
export IMPL_overflow=0
export IMPL_antenna_left=0
export IMPL_internal_power_uw=51.56
export IMPL_ys_cells=48
export IMPL_synth_area_sq_um=237.7
export IMPL_grt_first_pass_wirelength_mm=2.863
export IMPL_comb_area_sq_um=306.5
export IMPL_die_h_um=80
export IMPL_ys_types=11
export IMPL_flop_count=0
export IMPL_seq_area_sq_um=0
export IMPL_numPortBuffers=37
export IMPL_grt_max_degree=9
export IMPL_syn_area_per_cell_sq_um=4.953
export IMPL_hold_viol=0
export IMPL_coreArea_sq_um=3416
export IMPL_clock_power_share_pct=0
export IMPL_status="completed"
export IMPL_path_cells="clkdlybuf4s15_1, buf_6, nand4b_1, buf_4, buf_4, nor2_1, dlygate4sd2_1"
export IMPL_drv_cap=0
export IMPL_whs_ns=1.264
export IMPL_endpoint="WriteEn[30]"
export IMPL_cp_max_fo=7
export IMPL_worstPathRequired_ns=1.60
-- synthesized netlist by cell type, drive strengths merged --
library cell	number	share of area, %
nor2	31	49
clkbuf	3	4.7
nand4b	3	11
nand4bb	3	14
nand2b	2	5.3
buf	1	3.2
conb	1	1.6
nand2	1	1.6
nand4	1	2.6
or2	1	2.6
or4b	1	4.2
-- per-stage QoR --
stage	setup slack (ns)	total power, mW	TNS (ns)
finish	0.04311	0.09369	0
global route	-0.03552	0.1001	-0.08987
CTS	0.004626	0.08635	0
detailed placement	-0.4295	0.06214	-9.026
global placement	-0.4249	0.06041	-8.258
floorplan	0.5730	0.02083	0
-- layout by cell type (no fill, tap or decap) --
cell and count:
buf_4 16, buf_6 4, clkbuf_2 3, clkdlybuf4s15_1 2
clkdlybuf4s15_2 1, clkdlybuf4s50_1 3, conb_1 1, dlygate4sd2_1 23
dlymetal6s2s_1 5, nand2_4 1, nand2b_4 2, nand4_1 1
nand4b_1 3, nand4bb_4 3, nor2_1 27, nor2_2 4
or2_4 1, or4b_4 1
-- kinds of logic (layout without fill, tap and decap cells) --
family        after synthesis  in the layout  share of synthesized area (%)
simple gates               43             43                          90.53
buf+inv                     4             57                          7.896
other cells                 1              1                          1.577
-- critical path: cells and delay by family --
| kind | cells | cell delay, ns |
|---|---|---|
| buffers and inverters | 5 | 0.88 |
| AND/OR/NAND/NOR | 2 | 0.28 |
-- layout make-up --
type / count / share of cell area (%)
Tap cell: 46 / 6.619
Multi-Input combinational cell: 44 / 35.25
Timing Repair Buffer: 57 / 58.13
-- worst min-delay path by stage --
stage | from | to | slack [ns] | cells after the start
6_report | WriteRegister[2] | WriteEn[7] | 1.26 | 4
5_1_grt | WriteRegister[2] | WriteEn[7] | 1.31 | 4
4_1_cts | WriteRegister[3] | WriteEn[20] | 1.41 | 4
-- per-layer routing --
metal  vias up  track usage [%]
li1        263                -
met1       251            7.020
met2        24            9.230
met3         0            1.705
met4         0                0
met5         -                0
-- power by group through the flow --
stage	logic [mW]	clock network, mW	registers (mW)
4_1_cts	0.0863	0	0
5_1_grt	0.100	0	0
6_report	0.0937	0	0
-- what timing repair did --
item	4_1_cts	5_1_grt
gates resized	49	14
pin swaps	30	9
hold buffers	0	0
setup endpoints to repair	31	10
setup buffers	12	5
Power and IR drop assume default switching activity.
