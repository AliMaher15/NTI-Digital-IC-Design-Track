===== ./run.sh =====
#!/bin/bash
# OpenROAD 26Q1-2900-gdf79404cd8, Yosys 0.63+post, stock flow scripts
make -C /OpenROAD-flow-scripts/flow DESIGN_CONFIG=/design/flow/config.mk WORK_HOME=/design/flow/orfs finish

===== ./config.mk =====
export PLATFORM = sky130hd
export DESIGN_NAME = comparator
export DESIGN_NICKNAME = comparator
export VERILOG_FILES = /design/flow/design.v
export SDC_FILE = /design/flow/constraint.sdc
export NUM_CORES = 4
export LEC_CHECK = 1
export CORE_AREA = 10 10 70 70
export DIE_AREA = 0 0 80 80

===== ./constraint.sdc =====
current_design comparator

set clk_period 1.4
set clk_io_pct 0.2

create_clock -name clk0 -period $clk_period

set non_clock_inputs [all_inputs -no_clocks]
set_input_delay [expr $clk_period * $clk_io_pct] -clock clk0 $non_clock_inputs
set_output_delay [expr $clk_period * $clk_io_pct] -clock clk0 [all_outputs]

===== ./design.v =====
module comparator (
    input wire [2:0] a,b,
    output wire gt, lt, eq
);
assign gt = (a > b) ? 1 : 0;
assign lt = (a < b) ? 1 : 0;
assign eq = (a == b) ? 1 : 0;
endmodule
`timescale 1ns/1ps
module comparator_tb();
reg [2:0] a,b;
wire gt,lt,eq;
comparator dut (
    .a(a),
    .b(b),
    .gt(gt),
    .lt(lt),
    .eq(eq)
);
initial begin
    a = 1;
    b = 3;
    #5;
    $display("a = %0d, b = %0d:\n gt = %b \n lt = %b \n eq = %b",
             a, b, gt, lt, eq);
    a = 3;
    b = 1;
    #5;
    $display("a = %0d, b = %0d:\n gt = %b\n lt = %b\n eq = %b",
             a, b, gt, lt, eq);
    a = 1;
    b = 1;
    #5;
    $display("a = %0d, b = %0d:\n gt = %b\n lt = %b\n eq = %b",
             a, b, gt, lt, eq);
end
endmodule

==> flow_summary.ini <==
; synthesis and place-and-route metrics
[status]
status = finished clean

[global_routing]
grt_use_total_pct = 1.22
grt_busiest_layer = met2
grt_max_degree = 4
met1_usage_pct = 1.12
grt_util_met2_pct = 1.77
gr-total-overflow = 0
antenna_found_initial = 1
grt_first_pass_wirelength_um = 614
grtUsageMet3_pct = 1.59
grt_pass1_vias = 135

[floorplanning]
rows = 21
die_h_um = 80
core_area_mm2 = 0.00342
die_w_um = 80
chip_area_mm2 = 0.00640
ioPinCount = 9
core_util_floorplan_pct = 2.45

[worst_hold_path]
hold_path_end = gt
worstHoldPathType = in -> out
holdPathStages = 5
min-delay-start = a[2]

[final_timing]
max_freq_mhz = 728
tightest_slew_ns = 0.121
finalSetupViolCount = 0
setup_tns_ns = 0
final_max_slew_viol_count = 0
slew-limit-headroom_pct = 91.9
hold_violations = 0
period_used_pct = 98.1
rsz0062_at_grt = yes
fin_crit_ns = 1.37

[drt]
route.detailed.drc = 0
first_pass_iters = 1
drt_wl_total_um = 419
num_vias = 115
ant_nets = 0
drt_iter0_markers = 0
viasPerCell = 1.67
wl_per_cell_um = 6.07

[layout]
fin_area_um2 = 292
areaGrowthSynthToFinish_pct = 248
ff_latch_area_um2 = 0
ff_count = 0
fin_cells = 69
lay_top_count = buf_6
drive_gt1_share_pct = 86.4
nClkBuffers = 0
final_layout_top_logic_cells = buf_6 (5), buf_2 (4), ha_4 (3)

[placed_design]
port_buffers = 9
gp_congestion = 0.750
dp.cells = 66
post_dp_cell_area_um2 = 231

[clocking]
cts_hold_buf = 0

[setup_path]
crit_path_max_incr_delay_ns = 0.26
cp_slowest_cell = ha_4
critPathTopFamily = buffers and inverters
critPathCaptureType = output port
cp_max_fo = 3
cp.required_ns = 1.12
worstPathArrival_ns = 1.09
start_kind = input pin
critical_path_class = in -> out
critPathBufInv = 4
crit_path_cell_trace = buf_6 > inv_4 > ha_4 > nand3b_1 > buf_4 > a21oi_2 > buf_2

[pwr]
switching_share_pct = 35.4
combPwrFrac_pct = 100.0
peakVddDrop_uv = 30.3
power-per-cell-area_mw_per_mm2 = 282
p_int_w = 0.0000531
power_frac_clock_pct = 0
leakage_nw = 0.108
power_frac_seq_pct = 0
p_sw_w = 0.0000290

[synthesis]
ys_area_um2 = 83.8
syn_area_um2 = 83.8
ys_seq_share_pct = 0
ys_warn_count = 0
avgSynthCellArea_um2 = 7.62
ys_cells = 11
synthCells = 11
yosysUniqueCellTypes = 6

[run]
maxCapViolCount = 0
tool_warnings = 34
[worst min-delay path: stages]
cell and delay, ns:
buf_6 0.08, ha_4 0.13, a21oi_4 0.03, a21oi_2 0.12, buf_2 0.10
[synth_stat cells (all sizes together)]
cell | number | area, µm²
and3 | 1 | 11.3
inv | 3 | 11.3
nand3b | 1 | 7.51
ha | 3 | 37.5
a21oi | 2 | 10.0
and2 | 1 | 6.26
[worst max-delay path by stage]
stage / end / from / cells past startpoint / slack [ns]
after CTS: gt / b[2] / 7 / -0.002
after global routing: gt / b[2] / 7 / -0.03
final: gt / b[2] / 7 / 0.03
[metrics by stage]
stage	hold slack [ns]	utilization (%)	setup slack, ns	total power, W
CTS	1.02	7.66	-0.00215	0.0000738
global route	1.04	8.46	-0.0325	0.0000928
global placement	1.71	6.78	-0.710	0.0000584
detailed placement	1.73	6.78	-0.777	0.0000607
finish	1.02	8.53	0.0268	0.0000821
floorplan	0.804	-	0.259	0.0000195
[timing repair]
action | in CTS | in global routing
resized | 40 | 5
pin swaps | 7 | 4
buffers inserted | 4 | 0
cloned | 0 | 0
setup endpoints to repair | 3 | 2
[metal layers]
layer  wire length (µm)  vias up
li1                   -       61
met1                154       45
met2                140        9
met3                125        0
met4                  0        0
met5                  0        -
[power groups by stage]
stage	Sequential [W]	Combinational (W)	Clock, W
CTS	0	0.0000738	0
global route	0	0.0000928	0
finish	0	0.0000821	0.0000000000955
[final cells by class]
cell class	instances	area (µm²)
Antenna cell	1	2.50
Fill cell	402	3120
Inverter	3	13.8
Multi-Input combinational cell	8	125
Tap cell	46	57.6
Timing Repair Buffer	11	92.6
[cells by family (layout without fill, tap and decap cells)]
family,after synthesis,in the layout,synth area share (%)
compound gates,2,2,11.9
fa+ha+maj,3,3,44.8
buf+inv,3,14,13.4
other cells,0,1,0
simple gates,3,3,29.9
Power and IR drop assume default switching activity.
